**./config.mk**
```make
export PLATFORM = sky130hd
export DESIGN_NAME = ID_EX
export DESIGN_NICKNAME = ID_EX
export VERILOG_FILES = /design/flow/design.v
export SDC_FILE = /design/flow/constraint.sdc
export NUM_CORES = 4
export LEC_CHECK = 1
export CORE_AREA = 10 10 261 261
export DIE_AREA = 0 0 271 271
```
**./constraint.sdc**
```tcl
current_design ID_EX

set clk_period 9.1
set clk_io_pct 0.2

create_clock -name clk0 -period $clk_period [get_ports {clk}]

set non_clock_inputs [all_inputs -no_clocks]
set_input_delay [expr $clk_period * $clk_io_pct] -clock clk0 $non_clock_inputs
set_output_delay [expr $clk_period * $clk_io_pct] -clock clk0 [all_outputs]
```
**./design.v**
```verilog
module D_ff_pipeline (input clk, input reset, input regWrite, input d, output reg q);
	always @ (negedge clk)
	begin
	if(reset==1'b1)
		q=0;
	else
		if(regWrite == 1'b1) begin q=d; end
	end
endmodule
module register16bit( input clk, input reset, input regWrite, input [15:0] writeData, output  [15:0] outR );
	D_ff_pipeline d[15:0] (clk, reset, regWrite, writeData, outR);
endmodule
module register32bit( input clk, input reset, input regWrite, input [31:0] writeData, output  [31:0] outR );
	D_ff_pipeline d1 (clk, reset, regWrite, writeData[0], outR[0]);
	D_ff_pipeline d2 (clk, reset, regWrite, writeData[1], outR[1]);
	D_ff_pipeline d3 (clk, reset, regWrite, writeData[2], outR[2]);
	D_ff_pipeline d4 (clk, reset, regWrite, writeData[3], outR[3]);
	D_ff_pipeline d5 (clk, reset, regWrite, writeData[4], outR[4]);
	D_ff_pipeline d6 (clk, reset, regWrite, writeData[5], outR[5]);
	D_ff_pipeline d7 (clk, reset, regWrite, writeData[6], outR[6]);
	D_ff_pipeline d8 (clk, reset, regWrite, writeData[7], outR[7]);
	D_ff_pipeline d9 (clk, reset, regWrite, writeData[8], outR[8]);
	D_ff_pipeline d10 (clk, reset, regWrite, writeData[9], outR[9]);
	D_ff_pipeline d11 (clk, reset, regWrite, writeData[10], outR[10]);
	D_ff_pipeline d12 (clk, reset, regWrite, writeData[11], outR[11]);
	D_ff_pipeline d13 (clk, reset, regWrite, writeData[12], outR[12]);
	D_ff_pipeline d14 (clk, reset, regWrite, writeData[13], outR[13]);
	D_ff_pipeline d15 (clk, reset, regWrite, writeData[14], outR[14]);
	D_ff_pipeline d16 (clk, reset, regWrite, writeData[15], outR[15]);
	D_ff_pipeline d17 (clk, reset, regWrite, writeData[16], outR[16]);
	D_ff_pipeline d18 (clk, reset, regWrite, writeData[17], outR[17]);
	D_ff_pipeline d19 (clk, reset, regWrite, writeData[18], outR[18]);
	D_ff_pipeline d20 (clk, reset, regWrite, writeData[19], outR[19]);
	D_ff_pipeline d21 (clk, reset, regWrite, writeData[20], outR[20]);
	D_ff_pipeline d22 (clk, reset, regWrite, writeData[21], outR[21]);
	D_ff_pipeline d23 (clk, reset, regWrite, writeData[22], outR[22]);
	D_ff_pipeline d24 (clk, reset, regWrite, writeData[23], outR[23]);
	D_ff_pipeline d25 (clk, reset, regWrite, writeData[24], outR[24]);
	D_ff_pipeline d26 (clk, reset, regWrite, writeData[25], outR[25]);
	D_ff_pipeline d27 (clk, reset, regWrite, writeData[26], outR[26]);
	D_ff_pipeline d28 (clk, reset, regWrite, writeData[27], outR[27]);
	D_ff_pipeline d29 (clk, reset, regWrite, writeData[28], outR[28]);
	D_ff_pipeline d30 (clk, reset, regWrite, writeData[29], outR[29]);
	D_ff_pipeline d31 (clk, reset, regWrite, writeData[30], outR[30]);
	D_ff_pipeline d32 (clk, reset, regWrite, writeData[31], outR[31]);
endmodule
module register1bit( input clk, input reset, input regWrite, input writeData, output outR );
	D_ff_pipeline d0(clk, reset, regWrite, writeData, outR);
endmodule
module register2bit( input clk, input reset, input regWrite, input [1:0]writeData, output [1:0] outR );
	D_ff_pipeline d[1:0](clk, reset, regWrite, writeData, outR);	
endmodule
module register5bit( input clk, input reset, input regWrite, input [4:0]writeData, output [4:0] outR );
	D_ff_pipeline d[4:0](clk, reset, regWrite, writeData, outR);
endmodule
module IF_ID(input clk,input reset,input regWrite,input IF_Flush, input [31:0] pc, input [31:0] instr1, 
				input [15:0] instr2, output [31:0] p0_instr1, output [15:0] p0_instr2, output [31:0] p0_pc);
	register32bit reginstr1( clk, reset | IF_Flush, regWrite, instr1, p0_instr1 );
	register16bit reginstr2( clk, reset | IF_Flush, regWrite, instr2, p0_instr2 );
	register32bit regpc( clk, reset | IF_Flush, regWrite, pc, p0_pc );
endmodule
module signExt5to32( input [4:0] offset, output reg [31:0] signExtOffset);
	always@(offset)
		signExtOffset = {{27{offset[4]}}, offset};
endmodule
module signExt6to32( input [5:0] offset, output reg [31:0] signExtOffset);
	always@(offset)
		signExtOffset = {{26{offset[5]}}, offset};
endmodule
module signExt12to32( input [11:0] offset, output reg [31:0] signExtOffset);
	always@(offset)
		signExtOffset = {{20{offset[11]}}, offset};
endmodule
module ID_EX(input clk, input reset, input regWrite, input ID_Flush, input [31:0] pc, input [31:0] regRS1,
				input [31:0] regRS2, input [31:0] regRT1, input [31:0] regRT2, input [31:0] signExt5to32, 
				input [31:0] signExt6to32, input [31:0] signExt12to32,input [31:0] signExt12to32_BGE, input [4:0] RD2, input [4:0] RD1, input ctrl_regWrite1, 
				input ctrl_regWrite2, input ctrl_MemtoReg1, input [1:0] ctrl_MemtoReg2, input ctrl_branch, input ctrl_PCSrc, input [1:0] ctrl_aluSrcB, 
				input [1:0] ctrl_aluOp, input ctrl_memRd, input ctrl_memWr,
				output [31:0] p1_pc, output [31:0] p1_regRS1,
				output [31:0] p1_regRS2, output [31:0] p1_regRT1, output [31:0] p1_regRT2, output [31:0] p1_signExt5to32, 
				output [31:0] p1_signExt6to32, output [31:0] p1_signExt12to32, input [31:0] p1_signExt12to32_BGE,
				output [4:0] p1_RD2,output [4:0] p1_RD1, 
				output p1_ctrl_regWrite1, output p1_ctrl_regWrite2, output p1_ctrl_MemtoReg1, output [1:0] p1_ctrl_MemtoReg2, 
				output p1_ctrl_branch, output p1_ctrl_PCSrc, output [1:0] p1_ctrl_aluSrcB, 
				output [1:0] p1_ctrl_aluOp, output p1_ctrl_memRd, output p1_ctrl_memWr)	;
				register32bit r1(clk,  reset|ID_Flush,  regWrite, pc, p1_pc );
				register32bit r2(clk,  reset|ID_Flush,  regWrite, regRS1, p1_regRS1 );
				register32bit r3(clk,  reset|ID_Flush,  regWrite, regRS2, p1_regRS2 );
				register32bit r4(clk,  reset|ID_Flush,  regWrite, regRT1, p1_regRT1 );
				register32bit r5(clk,  reset|ID_Flush,  regWrite, regRT2, p1_regRT2 );
				register32bit r6(clk,  reset|ID_Flush,  regWrite, signExt5to32, p1_signExt5to32 );
				register32bit r7(clk,  reset|ID_Flush,  regWrite, signExt6to32, p1_signExt6to32 );
				register32bit r8(clk,  reset|ID_Flush,  regWrite, signExt12to32, p1_signExt12to32 );
				register32bit r9(clk,  reset|ID_Flush,  regWrite, signExt12to32_BGE, p1_signExt12to32_BGE );
				register5bit r10(clk, reset|ID_Flush,  regWrite, RD1, p1_RD1);
				register5bit r11(clk, reset|ID_Flush,  regWrite, RD2, p1_RD2);
				register1bit r12(clk, reset|ID_Flush,  regWrite, ctrl_regWrite1, p1_ctrl_regWrite1);
				register1bit r13(clk, reset|ID_Flush,  regWrite, ctrl_regWrite2, p1_ctrl_regWrite2); 
				register1bit r14(clk, reset|ID_Flush,  regWrite, ctrl_MemtoReg1, p1_ctrl_MemtoReg1);
				register2bit r15(clk, reset|ID_Flush,  regWrite, ctrl_MemtoReg2, p1_ctrl_MemtoReg2);
				register1bit r16(clk, reset|ID_Flush, 	regWrite, ctrl_branch, p1_ctrl_branch);
				register1bit r17(clk, reset|ID_Flush, 	regWrite, ctrl_PCSrc, p1_ctrl_PCSrc);
				register2bit r18(clk, reset|ID_Flush, 	regWrite, ctrl_aluSrcB, p1_ctrl_aluSrcB);
				register2bit r19(clk, reset|ID_Flush,  regWrite, ctrl_aluOp, p1_ctrl_aluOp);
				register1bit r20(clk, reset|ID-Flush,  regWrite, ctrl_memRd, p1_ctrl_memRd);
				register1bit r21(clk, reset|ID_Flush,  regWrite, ctrl_memWr, p1_ctrl_memWr);
endmodule
module EX_MEM(input clk, input reset, input regWrite, input EX_Flush, input [31:0] p1_pc, input [4:0] p1_RD1, 
					input [4:0] p1_RD2, input p1_ctrl_regWrite1, input p1_ctrl_regWrite2 ,input p1_ctrl_MemtoReg1, 
					input [1:0] p1_ctrl_MemtoReg2 , input p1_ctrl_memRd, input p1_ctrl_memWr, input [31:0] aluOut,
					output [31:0] p2_pc, output [4:0] p2_RD1, output [4:0] p2_RD2, output p2_ctrl_regWrite1, 
					output p2_ctrl_regWrite2,
					output p2_ctrl_MemtoReg1, output [1:0] p2_ctrl_MemtoReg2, 
					output p2_ctrl_memRd, output p2_ctrl_memWr, output [31:0] p2_aluOut);
					register32bit r1(clk,  reset|EX_Flush,  regWrite, p1_pc, p2_pc);
					register5bit  r2(clk,  reset|EX_Flush, regWrite, p1_RD1,p2_RD1);
					register5bit  r3(clk,  reset|EX_Flush, regWrite, p1_RD2,p2_RD2);
					register1bit  r4(clk,  reset|EX_Flush, regWrite, p1_ctrl_regWrite1, p2_ctrl_regWrite1);
					register1bit  r5(clk,  reset|EX_Flush, regWrite, p1_ctrl_regWrite2, p2_ctrl_regWrite2);
					register1bit  r6(clk,  reset|EX_Flush, regWrite, p1_ctrl_MemtoReg1, p2_ctrl_MemtoReg1);
					register2bit  r7(clk,  reset|EX_Flush, regWrite, p1_ctrl_MemtoReg2, p2_ctrl_MemtoReg2);
					register1bit  r9(clk,  reset|EX_Flush, regWrite, p1_ctrl_memRd, p2_ctrl_memRd);
					register1bit r10(clk,  reset|EX_Flush, regWrite, p1_ctrl_memWr, p2_ctrl_memWr);
					register32bit r11(clk,  reset|EX_Flush,  regWrite, aluOut, p2_aluOut);
endmodule
module MEM_WB(input clk, input reset, input regWrite, input MEM_Flush, input [31:0] p2_pc, input[4:0] p2_RD1, input [4:0] p2_RD2, 
					input p2_ctrl_regWrite1, input p2_ctrl_regWrite2, input p2_ctrl_MemtoReg1, input [1:0] p2_ctrl_MemtoReg2, input [31:0] p2_aluOut,
					output [31:0] p3_pc, output[4:0] p3_RD1, output [4:0] p3_RD2, 
					output p3_ctrl_regWrite1, output p3_ctrl_regWrite2, output p3_ctrl_MemtoReg1, output [1:0] p3_ctrl_MemtoReg2, output [31:0] p3_aluOut 
					);
					register32bit r1(clk,  reset|MEM_Flush, regWrite, p2_pc, p3_pc);
					register5bit  r2(clk,  reset|MEM_Flush, regWrite, p2_RD1,p3_RD1);
					register5bit  r3(clk,  reset|MEM_Flush, regWrite, p2_RD2,p3_RD2);
					register1bit  r4(clk,  reset|MEM_Flush, regWrite, p2_ctrl_regWrite1, p3_ctrl_regWrite1);
					register1bit  r5(clk,  reset|MEM_Flush, regWrite, p2_ctrl_regWrite2, p3_ctrl_regWrite2);
					register1bit  r6(clk,  reset|MEM_Flush, regWrite, p2_ctrl_MemtoReg1, p3_ctrl_MemtoReg1);
					register2bit  r7(clk,  reset|MEM_Flush, regWrite, p2_ctrl_MemtoReg2, p3_ctrl_MemtoReg2);
					register32bit r8(clk,  reset|EX_Flush,  regWrite, p2_aluOut, p3_aluOut);
endmodule
```
**./run.sh**
```bash
#!/bin/bash
# OpenROAD 26Q1-2900-gdf79404cd8, Yosys 0.63+post, stock flow scripts
make -C /OpenROAD-flow-scripts/flow DESIGN_CONFIG=/design/flow/config.mk WORK_HOME=/design/flow/orfs finish
```
==> results.json <==
{
  "post_drt_wl_per_cell_um": 14.6,
  "portBuffers": 559,
  "globalRoute.totalOverflow": 0,
  "startpoint_type": "flip-flop",
  "path_cells": "clkdlybuf4s50_1",
  "number_of_warnings_in_the_stage_logs": 368,
  "drt-total-wl_um": 37700,
  "num_io_pins": 626,
  "avgSynthCellArea_um2": 10.3,
  "yosys-stat-area_um2": 12100,
  "setup_tns_after_final_layout_ns": 0,
  "crit_family": "buffers and inverters",
  "chipHeight_um": 271,
  "finalSetupViolCount": 0,
  "cap_viol_max_count": 0,
  "timing.hold.ws_ns": 0.482,
  "slowest_delay_ns": 0.50,
  "grt_antenna_before_repair": 0,
  "p_per_area_nw_per_um2": 185,
  "drt-initial-drc-count": 324,
  "setup.worst_path.end_class": "output pin",
  "ant_nets": 0,
  "dp.final_hpwl_um": 27600,
  "clk_path_buf_depth": 3,
  "postPlaceCellArea_um2": 16200,
  "std_cell_rows": 91,
  "post_drt_via_cell_ratio": 3.57,
  "drive_above_1_share": 0.0400,
  "clk_latency_ns": 0.59,
  "gr-usage-all-layers": 0.0988,
  "setup.worst_path.class": "reg2out",
  "slowest_stage": "clkdlybuf4s50_1",
  "insertedDiodeCount": 0,
  "final_area_um2": 18400,
  "synth_sequential_area_ratio": 0.461,
  "cts.sink_count": 278,
  "clock_skew_ns": 0,
  "power_leakage_nw": 8.42,
  "ctsRootBufferMaster": "clkbuf_16",
  "first_pass_detailed_route_iteration_total": 6,
  "hold_buffers": 0,
  "post_cts.repair.setup_buffers": 0,
  "die-width_um": 271,
  "grt_pass1_wl_um": 56400,
  "post-route-drc-count": 0,
  "gp_congestion": 0.827,
  "core_area_um2": 62100,
  "yosys_cells": 1172,
  "chip_area_um2": 73400,
  "num_vias": 9226,
  "critical_path.max_fanout": 2,
  "ctsHtreeMaxLevel": 2,
  "rsz0062_at_grt": "false",
  "worst-slew-pin-transition_ns": 0.762,
  "synth.ff_latch_count": 278,
  "layout.filler_cells": 6190,
  "first_global_vias": 9879,
  "cts_made_buffers": 35,
  "endpoint_required_time_on_the_critical_path_ns": 7.28,
  "final-max-slew-violation-count": 0,
  "worstPathBufferInverterCount": 1,
  "worst_hold_path_type": "reg2reg",
  "syn_inst": 1172,
  "floorplanUtilization": 0.195,
  "syn_area_um2": 12100,
  "timing.critical_path.arrival_ns": 6.01,
  "outcome": "complete, no violations",
  "warnings_synthesis": 5,
  "worst_ir_drop_vdd_mv": 0.132,
  "syn_to_final_growth_pct": 51.9,
  "grt_start_max_net_pins": 62,
  "cts.repair.resized": 0,
  "clkTransAtPathRegs_ns": 0.03,
  "ys_types": 10,
  "finalHoldViolCount": 0,
  "slew_headroom": 0.492,
  "tritoncts": "built"
}
[cells in the final DEF, fill, tap and decap left out]
cell / instances
clkinv_8: 1
buf_12: 7
bufinv_16: 1
inv_6: 1
inv_1: 285
clkbuf_16: 36
nor2_1: 278
clkdlybuf4s50_1: 558
dfxtp_1: 278
clkinv_4: 2
mux2i_1: 278
or2_4: 1
clkinvlp_2: 13
conb_1: 1
buf_4: 7
buf_8: 1
[synth_stat cells]
cell      instances  area (um^2)
clkbuf_1          5         18.8
mux2i_1         278         2780
or2_1             1         6.26
buf_4           274         2060
conb_1            1         3.75
inv_1             1         3.75
buf_2             5         25.0
nor2_1          278         1040
dfxtp_1         278         5570
buf_6            51          574
[layer usage]
| metal | wire length, um | GRT usage |
|---|---|---|
| met5 | 0 | 0 |
| met4 | 785 | 0.0393 |
| met3 | 3540 | 0.0549 |
| met2 | 19000 | 0.163 |
| met1 | 14400 | 0.103 |
[power breakdown]
group | switching (mW) | internal (mW) | leakage [nW]
sequential | 0.0200 | 1.27 | 2.27
clock | 0.844 | 0.910 | 2.00
combinational | 0.115 | 0.236 | 4.15
total | 0.980 | 2.42 | 8.42
[flip-flops by register name, indices dropped and copies added, names as in the netlist, 2 cells and up]
name,cells
r19.d.q,2
r11.d.q,5
r18.d.q,2
r10.d.q,5
r15.d.q,2
[kinds of logic (layout without fill, tap and decap cells)]
kind of cell,count (synthesis),after routing,synth area share
buffers and inverters,336,912,0.222
DFF,278,278,0.461
muxes,278,278,0.230
other,1,1,0.000310
and+or+nand+nor,279,279,0.0869
[path summary, 6_finish.rpt]
path                    startpoint                    end  slack [ns]  depth (start not counted)
min          r5.d22.q$_SDFFE_NP0P_  r5.d22.q$_SDFFE_NP0P_        0.48                          2
min reg2reg  r5.d22.q$_SDFFE_NP0P_  r5.d22.q$_SDFFE_NP0P_        0.48                          2
max reg2reg   r2.d1.q$_SDFFE_NP0P_   r2.d1.q$_SDFFE_NP0P_        8.45                          2
max           r2.d1.q$_SDFFE_NP0P_           p1_regRS1[0]        1.27                          1
[layout make-up]
type                       count  area [um^2]  share of cell area
timing repair buffer         573         5790               0.316
tap                          837         1050              0.0571
clock inverter               303         1210              0.0658
clock buffer                  36          901              0.0491
multi-input combinational    558         3840               0.209
sequential                   278         5570               0.303
[through the flow]
stage | setup slack, ns | std cells | power [mW] | util
final | 1.27 | 2585 | 3.40 | 0.296
after global routing | 1.16 | 2585 | 3.68 | 0.296
after CTS | 1.20 | 2585 | 3.51 | 0.296
after detailed placement | 0.886 | 2247 | 1.84 | 0.262
after global placement | 0.907 | 2247 | 1.84 | 0.262
after floorplan | 1.95 | 1172 | 1.67 | -
No activity file was given, so power comes from the tool's default toggle rates.
